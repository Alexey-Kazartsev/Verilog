## design/flow/run.sh

```bash
#!/bin/bash
# OpenROAD 26Q1-2900-gdf79404cd8, Yosys 0.63+post, stock flow scripts
make -C /OpenROAD-flow-scripts/flow DESIGN_CONFIG=/design/flow/config.mk WORK_HOME=/design/flow/orfs finish
```

## design/flow/config.mk

```make
export PLATFORM = sky130hd
export DESIGN_NAME = data_acquire
export DESIGN_NICKNAME = data_acquire
export VERILOG_FILES = /design/flow/design.v
export SDC_FILE = /design/flow/constraint.sdc
export NUM_CORES = 4
export LEC_CHECK = 1
export CORE_UTILIZATION = 30
```

## design/flow/constraint.sdc

```tcl
current_design data_acquire

set clk_period 6.7
set clk_io_pct 0.2

create_clock -name clk0 -period $clk_period [get_ports {clk_i}]

set non_clock_inputs [all_inputs -no_clocks]
set_input_delay [expr $clk_period * $clk_io_pct] -clock clk0 $non_clock_inputs
set_output_delay [expr $clk_period * $clk_io_pct] -clock clk0 [all_outputs]
```

## design/flow/design.v

```verilog
`timescale 1ns / 1ps
module data_acquire(
    input clk_i,
    input reset_n_i,
    output  adc_data_req_o,
    input   adc_data_rdy_i,
    input [11:0] adc_data_i,
    input           syncro_i,
    output [11:0]   data_o,
    output          data_rdy_o
);
reg reset_n;
reg syncro;
reg syncro_negedge;
reg syncro_d1;
wire syncro_re;
reg [3:0] counter;
reg adc_data_rdy, adc_data_rdy_d1;
wire adc_data_rdy_re;
reg adc_data_req;
reg signed [14:0] accum;
reg signed [11:0] accum_mean;
wire signed [11:0] adc_data;
reg data_rdy;
reg [5:0] state;
localparam ST_IDLE       = 6'b100000;
localparam ST_WAIT       = 6'b010000;
localparam ST_ADC_REQ    = 6'b001000;
localparam ST_ADC_REQ2   = 6'b000100;
localparam ST_ADC_WAIT   = 6'b000010;
localparam ST_OUT        = 6'b000001;
always @(negedge clk_i) begin
    syncro_negedge <= syncro_i;
end
always @(posedge clk_i) begin
    reset_n <= reset_n_i;
    syncro <= syncro_i|syncro_negedge;
    syncro_d1 <= syncro;
    adc_data_rdy <= adc_data_rdy_i;
    adc_data_rdy_d1 <= adc_data_rdy;
end
assign syncro_re = syncro&~syncro_d1;
assign adc_data_rdy_re = adc_data_rdy&~adc_data_rdy_d1;
assign adc_data = adc_data_i;
always @(posedge clk_i) begin
    if (reset_n == 0) begin
        state <= ST_IDLE;
        counter <= 0;
        adc_data_req <= 0;
        data_rdy <= 0;
    end
    else begin
        case (state)
            ST_IDLE: begin
                if (syncro_re == 1) begin
                    state <= ST_WAIT;
                    data_rdy <= 0;
                end
                counter <= 0;
                adc_data_req <= 0;                
            end
            ST_WAIT: begin
                if (counter == 11 - 3) begin
                    state <= ST_ADC_REQ;
                    counter <= 0;
                end else begin
                    counter <= counter + 1;
                end
            end
            ST_ADC_REQ: begin
                state <= ST_ADC_REQ2;
                adc_data_req <= 1;
            end
            ST_ADC_REQ2: begin
                if (adc_data_rdy == 0) begin
                    state <= ST_ADC_WAIT;
                end
            end
            ST_ADC_WAIT: begin
                if (adc_data_rdy_re == 1) begin
                    if (counter < 7) begin
                        state <= ST_ADC_REQ;
                    end else begin
                        state <= ST_OUT;
                    end
                    counter <= counter + 1;
                end
                adc_data_req <= 0;
            end
            ST_OUT : begin
                data_rdy <= 1;
                state <= ST_IDLE;
            end
        endcase
    end
end
assign adc_data_req_o = adc_data_req;
assign data_rdy_o = data_rdy;
always @(posedge clk_i) begin
    if (syncro_re == 1 && state == ST_IDLE) begin
        accum <= 0;
        accum_mean <= 0;
    end
    else begin
        if (adc_data_rdy_re == 1) begin
            accum <= accum + adc_data;
        end
        accum_mean <= accum[14:3] + accum[2];
    end
end
assign data_o = accum_mean;
endmodule
```

==> notes.md <==
Results of an implementation run.

Before placement the cells fill 31.1% of the core. The max-cap violation count is 0. The first global-routing pass estimated 7800 um of wire. The horizontal extent of the die is 91.5 um.

The highest supply drop recorded on VDD is 0.102 mV. The reported leakage power is 1.18 nW. The clock net in this run drives a total of 45 sinks. The clock edge transition at the registers on the reported setup and hold paths is 90 ps. The post-detailed-placement cell area is 0.00281 mm^2. Cell internal power was estimated by the tool at 0.000674 W. STA lists the maximum fanout along the critical path as 2. The proportion of layout cells with a drive suffix above 1 is 7.79%. The flop and latch count out of synthesis is 45.

Once detailed placement completed, the half-perimeter wirelength came to 3270 um. Before any placement, the netlist area is recorded as 0.00240 mm^2. Per the cell usage report, the commonest logic cells after layout are 45 x dfxtp_1, 30 x nand2_1, 29 x clkdlybuf4s50_1.

The number of top-level pins is 30. In the routed layout, each cell is associated on average with a via count of 4.68. The commonest register cell is dfxtp_1.

On the critical path the data arrives at 1740 ps. The cell at the slowest stage of the critical path is clkdlybuf4s50_1. The combinational share of power is 41.4%. The design draws 0.00103 W.

Signal routing reaches up to met4. The floorplan step set the die height to 91.5 um. The count of instances resized after the clock tree is built is 0. Once iteration 0 of detailed routing completed, the report listed 72 DRC markers. Yosys reported that registers with async set or reset make up 0%.

Yosys reports a chip area of 0.00240 mm^2. Summing all multi-input logic gate instances after layout gives 0.00144 mm^2. The warning count from the yosys run is 1. The synthesis report lists the most area-consuming cells as dfxtp_1 37%, ha_1 9.4%, nand2_1 4.7%. The met1 wire length is 2390 um. The worst min-delay path class is reg -> reg.

The number of port buffers is 29. Per the synthesis report, the number of distinct cell types is 46. Per the run report, area growth between synthesis and finish was 21.6%.

Clock tree synthesis inserted a total of 5 buffers. The critical path is of the in -> reg type. Counting tap cells, the placed design contains a total of 402 instances. The TritonCTS clock tree is built. The final non-filler cell total is 410. The final report gives the standard cell area, fillers excluded, as 0.00292 mm^2. The initial antenna violation count is 0. CTS reports a maximum clock tree buffer depth of 2. The reported net switching power is 0.000354 W.

The portion of synthesized cell area occupied by the leading cell type is 37.5%. Total global-route track usage over all layers is 11.6%. The pin closest to its max-slew limit shows a slew of 695 ps.

Clock tree synthesis selected as its root buffer the cell clkbuf_8. The combined buffer and inverter count along the critical path is 1. After global routing the overflow that remains totals 0. The routed wire length is 4550 um.

For reference, the placement row count at floorplan is 32. On the worst path, the slowest cell contributes a delay of 400 ps. RePlAce ended its routability-driven mode at a weighted congestion of 0.816.

The number of setup buffers added after CTS is 0. In this design, the largest share of critical-path delay is due to buffers and inverters. Per the summary, power density relative to cell area is 352 mW/mm^2.

The fraction of power spent switching nets is 34.5%. The final routed DRC violation total is 0. Synthesis produced a netlist whose cell count is 277. The number of antenna-violating nets in the routed design is 0. The share of synthesized area occupied by flip-flops and latches is 37.5%.

0 antenna diodes ended up in the layout. The worst setup path is captured at a flop. Detailed routing placed a total of 180 um of wire on met3. The number of H-tree branching levels is 2. Across the whole layout, storage elements account for 901 um^2. The pre-antenna-repair detailed-routing pass consisted of 4 iterations.

The count of final setup violators is 0. The final worst clock skew is 53.9 ps. The clock share of power is 20.3%. In the final routed layout, each cell accounts on average for 11.1 um. Per the Yosys statistics, synthesis produced 277 cells. The number of hold-repair buffers added at the cts stage is 0. Counting flops with a built-in enable in the synthesized netlist gives 0. Per the skew report, the later register of the worst-skew pair sees a clock latency of 350 ps. Per the final report, max-transition violations number 0. The required time at the endpoint of the critical path is 3580 ps. The final tally of hold violations is 0. The report lists the cells along the critical path as clkdlybuf4s50_1.

The most area-hungry cell type in the Yosys netlist is dfxtp_1. The worst max-slew margin expressed relative to the limit is 53.6%. The total core area is 0.00773 mm^2. The pin count of the biggest net entering global routing is 19.

The total number of vias is 1,917. The number of global-route vias before repair is 1,712. The floorplan die area is 0.00837 mm^2. Per the layout report, the design carries 761 filler cells. In the final timing run, aggregate negative setup slack is 0 ps. Setup repair after global routing left no endpoint under its margin.

The kind of start point of the critical path is a primary input. The routed design uses 1920 um of met2 wire. The per-instance average area after synthesis is 8.68 um^2.

Sequential cells account for 38.3% of the total power. The most used logic cell in the final layout is dfxtp_1. The tool warning count is 27. The run finished with clean final reports.
==> kinds of logic (layout without fill, tap and decap cells) <==
| logic type | after synthesis | after routing | share of synthesized area, % |
|---|---|---|---|
| AND-OR/OR-AND | 64 | 64 | 18.3 |
| AND/OR/NAND/NOR | 111 | 111 | 23.6 |
| adder cells (fa/ha/maj) | 19 | 19 | 10.2 |
| XOR/XNOR | 20 | 20 | 7.29 |
| multiplexers | 1 | 1 | 0.416 |
| buffers and inverters | 17 | 48 | 2.65 |
| flip-flops | 45 | 45 | 37.5 |
==> layout make-up <==
cell class | instances | area share [%]
inverter | 8 | 1.03
sequential | 45 | 30.8
multi-input combinational | 215 | 49.3
timing repair buffer | 31 | 10.4
clock buffer | 5 | 2.36
clock inverter | 4 | 1.71
tap | 102 | 4.37
==> synthesized netlist by cell type (2+ instances only) <==
master,number
dfxtp_1,45
and2_1,3
and3_1,6
nor3_1,8
a2111oi_2,2
nand3_1,17
or2_2,2
nand2_1,30
o21ai_0,15
a21oi_1,21
xor2_1,12
nor2_1,22
ha_1,18
inv_1,9
nand3b_1,4
nand4_1,3
nand2b_1,7
xnor2_1,8
a21o_1,5
nor2b_1,2
or3_1,2
a21boi_0,3
clkbuf_1,8
o211ai_1,3
==> power by group through the flow <==
stage	Combinational, W	Clock [W]	Sequential [W]
6_report	0.000426	0.000209	0.000393
5_1_grt	0.000483	0.000230	0.000404
4_1_cts	0.000429	0.000216	0.000393
==> layer usage <==
metal  vias up  GRT usage (%)
met4         0           1.46
met1       848           17.7
li1       1029              -
met3         7           1.87
met2        33           17.9
met5         -              0
==> flip-flops by register name, indices dropped and copies added, names as in the netlist, 4 cells and up <==
register,cells
accum,15
state,6
counter,4
accum_mean,12
==> final timing paths <==
kind              slack (ps)  cells after the start              to      startpoint
hold reg to reg          370                      0       syncro_d1          syncro
setup reg to reg        2630                      1          syncro  syncro_negedge
hold / removal           370                      0       syncro_d1          syncro
setup / recovery        1830                      1  syncro_negedge        syncro_i
==> stage by stage <==
| stage | util (%) | hold WS (ps) | setup slack, ps |
|---|---|---|---|
| after global placement | 36.3 | 362 | 1480 |
| after floorplan | - | 351 | 1910 |
| after global routing | 37.8 | 393 | 1820 |
| after CTS | 37.8 | 377 | 1840 |
| final | 37.8 | 375 | 1830 |
| after detailed placement | 36.3 | 364 | 1480 |
Power and IR drop assume default switching activity.
